$ cat constraint.sdc
current_design GaussFilter

set clk_period 16.3
set clk_io_pct 0.2

create_clock -name clk0 -period $clk_period [get_ports {clk}]

set non_clock_inputs [all_inputs -no_clocks]
set_input_delay [expr $clk_period * $clk_io_pct] -clock clk0 $non_clock_inputs
set_output_delay [expr $clk_period * $clk_io_pct] -clock clk0 [all_outputs]
$ cat config.mk
export PLATFORM = sky130hd
export DESIGN_NAME = GaussFilter
export DESIGN_NICKNAME = GaussFilter
export VERILOG_FILES = /design/flow/design.v
export SDC_FILE = /design/flow/constraint.sdc
export NUM_CORES = 4
export LEC_CHECK = 1
export CORE_UTILIZATION = 30
$ cat design.v
module GaussFilter #(parameter rows = 4, cols = 4, ksize = 3, data_width = 8) (
    input wire clk,
    input wire rst,
    input wire start,
    input wire [data_width*rows*cols-1:0] image_in,
    output reg [data_width*rows*cols-1:0] image_out,
    output reg image_out_valid,
    output reg done,
    input wire image_ready
);
    reg [data_width-1:0] memory [0:rows*cols-1];  
    reg [7:0] SigmaMatrix [0:ksize*ksize-1];     
    integer i, j, k, l, y, z, ii, n, nn;
    reg [15:0] sum_g;                             
    reg [7:0] result [0:rows*cols-1];            
    reg [7:0] ColumnVector [0:ksize-1];          
    reg [7:0] RowVector [0:ksize-1];             
    reg [3:0] state;                             
    integer pixel_idx;                           
    localparam IDLE = 0, CALC_KERNEL = 1, LOAD_IMAGE = 2, CONVOLVE = 3, OUTPUT_RESULT = 4, DONE = 5;
    function integer factorial;
        input integer num;
        integer fact, i;
        begin
            fact = 1;
            for (i = 1; i <= num; i = i + 1)
                fact = fact * i;
            factorial = fact;
        end
    endfunction
    always @(posedge clk or posedge rst) begin
        if (rst) begin
            state <= IDLE;
            image_out <= 0;
            done <= 0;
            pixel_idx <= 0;
            sum_g <= 0;
            k <= 0;
            l <= 0;
            image_out_valid <= 1'b0;
        end else begin
            case (state)
                IDLE: begin
                    if (start) begin
                        state <= CALC_KERNEL;
                    end
                end
                CALC_KERNEL: begin
                    for (i = 0; i < ksize; i = i + 1) begin
                        ColumnVector[i] = factorial(ksize-1) / (factorial(i) * factorial(ksize-1-i));
                        RowVector[i] = factorial(ksize-1) / (factorial(i) * factorial(ksize-1-i));
                    end
                    for (ii = 0; ii < ksize; ii = ii + 1) begin
                        for (j = 0; j < ksize; j = j + 1) begin
                            SigmaMatrix[ii * ksize + j] = ColumnVector[ii] * RowVector[j];
                        end
                    end
                    sum_g = 0;
                    for (n = 0; n < ksize*ksize; n = n + 1) begin
                        sum_g = sum_g + SigmaMatrix[n];
                    end
                    for (nn = 0; nn < ksize*ksize; nn = nn + 1) begin
                        SigmaMatrix[nn] = (SigmaMatrix[nn]*256) / sum_g;
                    end
                    if (image_ready)
                        state <= LOAD_IMAGE;
                end
                LOAD_IMAGE: begin
                    memory[pixel_idx] <= image_in[pixel_idx*data_width +: data_width];  
                    pixel_idx <= pixel_idx + 1;
                    if (pixel_idx == rows * cols - 1) begin
                        pixel_idx <= 0;
                        state <= CONVOLVE;
                    end
                end
                CONVOLVE: begin
                    i = pixel_idx / cols;  
                    j = pixel_idx % cols;  
                    if (k < ksize) begin   
                        if (l < ksize) begin  
                            y = i + k - ksize/2;  
                            z = j + l - ksize/2;  
                            if (y >= 0 && y < rows && z >= 0 && z < cols) begin  
                                sum_g <= sum_g + (memory[y * cols + z] * SigmaMatrix[k * ksize + l]);
                            end else begin
                                y = (y < 0) ? -y : (y >= rows) ? 2*rows - y - 1 : y;
                                z = (z < 0) ? -z : (z >= cols) ? 2*cols - z - 1 : z;
                                sum_g <= sum_g + (memory[y * cols + z] * SigmaMatrix[k * ksize + l]);
                            end
                            l <= l + 1;
                        end else begin
                            l <= 0;
                            k <= k + 1;
                        end
                    end else begin
                        result[pixel_idx] <= sum_g>>8;  
                        pixel_idx <= pixel_idx + 1;  
                        k <= 0;
                        l <= 0;
                        sum_g <= 0;
                        if (pixel_idx == rows * cols - 1) begin
                            state <= OUTPUT_RESULT;
                            pixel_idx <= 0;
                        end
                    end
                end
                OUTPUT_RESULT: begin
                    image_out[pixel_idx*data_width +: data_width] <= result[pixel_idx];
                    pixel_idx <= pixel_idx + 1;
                    if (pixel_idx == rows * cols - 1) begin
						      image_out_valid <= 1'b1;
                        state <= DONE;
                    end
                end
                DONE: begin
                    done <= 1;
                    state <= IDLE;
                    image_out_valid <= 1'b0;
                end
                default: state <= IDLE;
            endcase
        end
    end
	endmodule
$ cat run.sh
#!/bin/bash
# OpenROAD 26Q1-2900-gdf79404cd8, Yosys 0.63+post, stock flow scripts
make -C /OpenROAD-flow-scripts/flow DESIGN_CONFIG=/design/flow/config.mk WORK_HOME=/design/flow/orfs finish
==> impl_summary.log <==
[metrics] run summary
INFO  metric postPlaceCellArea = 36600 µm²
INFO  metric port_buffers = 261
INFO  metric final_area = 38300 µm²
INFO  metric io_pins = 262
INFO  metric synthToLayoutAreaGrowth = 18.7%
INFO  metric cts_buffers = 53
INFO  metric grt_antenna_before_repair = 1
INFO  metric most-common-layout-cells = sky130_fd_sc_hd__inv_1, sky130_fd_sc_hd__clkdlybuf4s50_1, sky130_fd_sc_hd__edfxtp_1
INFO  metric holdCritPathClass = flop to flop
INFO  metric worst_skew_pair.late_latency = 0.65 ns
INFO  metric htreeDepth = 2
INFO  metric chipHeight = 330 µm
INFO  metric timing_worst_slew_pin_value = 1.20 ns
INFO  metric met1_usage = 0.269
INFO  metric finalCritPeriodShare = 0.792
INFO  metric clk_transition_reported_paths = 0.07 ns
INFO  metric critical_path.endpoint_type = flop
INFO  metric top_area_frac = 0.238
INFO  metric globalRouteMet3Util = 0.0827
INFO  metric tool_warnings = 34
INFO  metric run_status = complete, no violations
INFO  metric design.core.area = 106000 µm²
INFO  metric global_route.overflow_total = 0
INFO  metric cts.hold.buffers_added = 0
INFO  metric final_critical_path_setup_slack = 3.39 ns
INFO  metric post_route_cells_drive_above_1_share = 0.121
INFO  metric dp_worst_setup_slack = 3.61 ns
INFO  metric chipWidth = 330 µm
INFO  metric drc = 0
INFO  metric timing.setup.critical_path_class = flop to flop
INFO  metric detail_route.first_pass.iterations = 6
INFO  metric global_route.usage.met2 = 0.296
INFO  metric final.setup_skew = 0.0624 ns
INFO  metric crit_fanout = 39
INFO  metric critical_path.slowest_cell = sky130_fd_sc_hd__o31ai_1
INFO  metric max-slew-margin-rel = 0.194
INFO  metric synth-cells-yosys = 3139
INFO  metric worst_setup_path_start_kind = flop
INFO  metric gp_routability_congestion = 0.977
INFO  metric cts_buffer_depth = 3
INFO  metric yosys.area.top_type = sky130_fd_sc_hd__edfxtp_1
INFO  metric starting_density_of_the_core = 0.305
INFO  metric final-seq-area = 13800 µm²
INFO  metric setup_viol = 0
INFO  metric synth_sequential_area_ratio = 0.427
INFO  metric cts-root-buf = sky130_fd_sc_hd__clkbuf_16
INFO  metric slew_violations = 0
INFO  metric postRouteAntennaNets = 0
INFO  metric yosys_area = 32300 µm²
INFO  metric final.min_clock_period = 12.91 ns
INFO  metric first_iter_violations = 1948
INFO  metric synth.area.top_cells = sky130_fd_sc_hd__edfxtp_1, sky130_fd_sc_hd__dfrtp_1, sky130_fd_sc_hd__ha_1
INFO  metric enable_flop_cells = 256
INFO  metric layout.area.comb = 16800 µm²
INFO  metric ys_ff = 500
INFO  metric clkSinkCount = 500
INFO  metric dr_total_vias = 25800
INFO  metric worstPathRequired = 16.78 ns
INFO  metric postCtsResizedCells = 0
INFO  metric synth_cells = 3139
INFO  metric final.setup.tns = 0 ns
INFO  metric synth.distinct_cells = 103
INFO  metric max_freq = 0.0775 GHz
INFO  metric globalRouteTotalUtil = 0.195
INFO  metric dpl.hpwl = 76.5 mm
INFO  metric drt-total-wl = 103 mm
INFO  metric antennaDiodeCount = 0
INFO  metric setup_repair_bufs_after_cts = 0
INFO  metric tritoncts = built
INFO  metric layout.cells.most_common = sky130_fd_sc_hd__inv_1
INFO  metric syn-cell-area = 32300 µm²
INFO  metric hold_viol = 0
INFO  metric crit_path_max_incr_delay = 1.09 ns
INFO  metric maxCapViolations = 0
INFO  metric rsz_0062_raised_after_global_routing = no
INFO  metric grt-busiest-layer = met2
INFO  metric ys_warn_count = 6
INFO  metric fillers = 10500
INFO  metric syn_avg_cell_area = 10.3 µm²
INFO  metric first_global_vias = 25200
INFO  metric dieArea = 109000 µm²
INFO  metric grt_max_degree = 60
INFO  metric vias_per_cell = 5.36
INFO  metric ys.flop_type = sky130_fd_sc_hd__edfxtp_1
INFO  metric grt_pass1_wl = 156 mm
INFO  metric ys_async_sr_fraction = 0.488
INFO  metric routed_wire_length_per_instance = 21.3 µm
INFO  metric critical_path_arrival = 13.39 ns
INFO  metric row_count = 119
[final timing paths]
check,startpoint,end,slack (ns),depth (start not counted)
setup reg to reg,pixel_idx[1],sum_g[15],3.39,46
min in group asynchronous,rst,image_out[27],3.09,2
max in group asynchronous,rst,k[30],10.88,5
hold reg to reg,pixel_idx[12],pixel_idx[12],0.48,1
setup / recovery,pixel_idx[1],sum_g[15],3.39,46
hold / removal,pixel_idx[12],pixel_idx[12],0.48,1
[final cells by class]
type,instances,area share
timing repair buffer,330,0.0817
inverter,303,0.0299
multi-input combinational,2183,0.438
clock inverter,33,0.00901
tap,1391,0.0454
sequential,500,0.360
clock buffer,67,0.0362
[critical path, delay by kind of cell (launching register included)]
kind	cells	cell delay, ns
fa+ha+maj	10	3.97
flops	1	0.38
compound gates	18	4.32
xor+xnor	3	0.47
simple gates	7	2.11
buf+inv	8	1.51
[synth_stat cells, types with 67 or more instances]
cell type                  count
sky130_fd_sc_hd__a21oi_1     131
sky130_fd_sc_hd__a22oi_1      67
sky130_fd_sc_hd__clkbuf_1    111
sky130_fd_sc_hd__dfrtp_1     243
sky130_fd_sc_hd__edfxtp_1    256
sky130_fd_sc_hd__ha_1        209
sky130_fd_sc_hd__inv_1       303
sky130_fd_sc_hd__mux2_2      149
sky130_fd_sc_hd__nand2_1     227
sky130_fd_sc_hd__nand3_1      76
sky130_fd_sc_hd__nor2_1      180
sky130_fd_sc_hd__nor3_1       75
sky130_fd_sc_hd__o21ai_0     132
sky130_fd_sc_hd__xnor2_1     109
[layer usage]
metal | vias to the layer above | wire length, µm
li1 | 12000 | -
met1 | 12500 | 42200
met2 | 1119 | 46500
met3 | 149 | 11700
met4 | 0 | 2250
met5 | - | 0
[state kept, by name (all words and copies together) (netlist names)]
name / flops
sum_g: 12
image_out_valid: 1
result: 128
state: 6
done: 1
pixel_idx: 32
memory: 128
image_out: 128
k: 32
l: 32
[metrics by stage]
step                cells  hold WS [ns]   util
floorplan            3139         0.413      -
global placement     4707         0.462  0.345
detailed placement   4707         0.466  0.345
CTS                  4807         0.480  0.362
global route         4807         0.510  0.362
finish               4807         0.480  0.362
[kinds of logic (layout without fill, tap and decap cells)]
| logic type | count (synthesis) | after routing | synth area share |
|---|---|---|---|
| multiplexers | 240 | 240 | 0.0957 |
| AND-OR/OR-AND | 671 | 671 | 0.144 |
| buffers and inverters | 456 | 733 | 0.0546 |
| flip-flops | 500 | 500 | 0.427 |
| AND/OR/NAND/NOR | 902 | 902 | 0.143 |
| XOR/XNOR | 129 | 129 | 0.0350 |
| adder cells (fa/ha/maj) | 241 | 241 | 0.101 |
